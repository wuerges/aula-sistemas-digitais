$ cat ./run.sh
#!/bin/bash
# OpenROAD 26Q1-2900-gdf79404cd8, Yosys 0.63+post, stock flow scripts
make -C /OpenROAD-flow-scripts/flow DESIGN_CONFIG=/design/flow/config.mk WORK_HOME=/design/flow/orfs finish
$ cat ./config.mk
export PLATFORM = sky130hd
export DESIGN_NAME = processor
export DESIGN_NICKNAME = processor
export VERILOG_FILES = /design/flow/design.v
export SDC_FILE = /design/flow/constraint.sdc
export NUM_CORES = 4
export LEC_CHECK = 1
export CORE_UTILIZATION = 40
$ cat ./constraint.sdc
current_design processor

set clk_period 12.3
set clk_io_pct 0.2

create_clock -name clk0 -period $clk_period [get_ports {clk}]

set non_clock_inputs [all_inputs -no_clocks]
set_input_delay [expr $clk_period * $clk_io_pct] -clock clk0 $non_clock_inputs
set_output_delay [expr $clk_period * $clk_io_pct] -clock clk0 [all_outputs]
$ cat ./design.v
module mem_inst(
  input         clk,
  input  [31:0] addr,
  output [31:0] instruction
);
reg [31:0] memory [511:0];
reg [31:0] value;
assign instruction = value;
always @(posedge clk) begin
  value <= memory[addr];
end
endmodule
module mem_registradores(
  input         clk,
  input         w,
  input  [4:0]  dst1,
  input  [4:0]  src1,
  input  [4:0]  src2,
  output [31:0] v1,
  output [31:0] v2,
  input  [31:0] t1);
reg [31:0] memory [31:0];
assign v1 = memory[src1];
assign v2 = memory[src2];
always @(posedge clk) begin
  if (w) begin
    memory[dst1] <= t1;
  end
end
endmodule
module alu(
  input [31:0] v1,
  input [31:0] v2,
  input [4:0]  op,
  output [31:0] alu_out);
reg [31:0] alu_out_reg;
assign alu_out = alu_out_reg;
always @(v1, v2, op) begin
  case(op)
    0: alu_out_reg <= v1 + v2;
    1: alu_out_reg <= v1 - v2;
    2: alu_out_reg <= v1 * v2;
    3: alu_out_reg <= v1 << v2;
    4: alu_out_reg <= v1 & v2;
    5: alu_out_reg <= v1 | v2;
  endcase
end
endmodule
module inst_decoder(
  input [31:0] instruction,
  output b,  
  output w,  
  output [4:0] op,  
  output i,  
  output [4:0] imm,  
  output [4:0] dst1,  
  output [4:0] src1,  
  output [4:0] src2);  
  assign op   = instruction[31:27];
  assign b    = instruction[26];
  assign w    = instruction[25];
  assign i    = instruction[24];
  assign dst1 = instruction[23:19];
  assign src1 = instruction[18:14];
  assign src2 = instruction[13:9];
  assign imm  = instruction[8:4];
endmodule
module processor(
  input clk,
  input [31:0] instruction,
  output [31:0] instruction_addr);
  wire b, w, i;
  wire [4:0] op;
  wire [4:0] imm;
  wire [4:0] dst1;
  wire [4:0] src1;
  wire [4:0] src2;
  wire [31:0] alu_out;
  wire [31:0] t1;
  wire [31:0] v1;
  wire [31:0] v2;
  assign t1 = i ? alu_out : imm;
  reg [31:0] pc;
  assign instruction_addr = pc;
  always @(posedge clk) begin
    if (b)
      pc <= pc + t1;
    else
      pc <= pc + 1;
  end
  mem_registradores R(
    clk,
    w,
    dst1,
    src1,
    src2,
    v1,
    v2,
    t1);
  alu A(
    v1,
    v2,
    op,
    alu_out);
  inst_decoder D(
    instruction, 
    b, 
    w, 
    op, 
    i, 
    imm, 
    dst1, 
    src1, 
    src2);
  endmodule
==> Changelog: implementation <==
## Implementation

- Clock latency (worst-skew pair): 710 ps
- Avg Cell Area, Syn: between 10 and 15 sq um
- EDFF count, synth: 1024
- CTS Buf Count: roughly 110
- Post_cts resized: 0
- Fin crit share: a little under three fifths
- Mapped Cells: roughly 5600
- Number of nets with antenna violations after routing: 0
- Final min period: 7020 ps
- RSZ-0062 raised after global routing: no
- FMAX: 142 MHz
- Most common reg cell: edfxtp_1
- Max-cap violations: 0
- Slew Limit Fails: 0
- Tool warnings: 36
- Yosys stat cell total: around 5600
- Root Buffer: clkbuf_16
- DR pass1 iterations: 7
- Global-route wire length before repair: between 300000 and 400000 um
- # DRC: 0
- Die y size: 425 um
- Final hold violation count: 0
- Max FFs per register: between 1000 and 1500
- Number of global-route vias before repair: 51700
- # hold bufs at CTS: 0
- Setup TNS: 0 ps
- FP Rows: around 150
- H-tree level count: 3
- Routed WL per cell: 30.5 um
- Slew headroom: 24.0%
- Hold Path Class: flop to flop
- Mapped Area: 71500 sq um
- GRT overflow: 0
- Crit. End Element: flop
- Endpoints left unconstrained: 32
- Count of unclocked register or latch pins: 32
- Area leader, netlist: edfxtp_1
- Ranking of synthesized cells by area: edfxtp_1 43%, fa_1 11%, mux2i_1 7.5%, mux4_2 7.4%, ha_1 3.3%
- Share of cells above drive strength 1: 12.9%
- Clock Skews: 4.23 ps
- Drt first-iter violations: 3230
- Max Root-Sink Buffers: 3
- WL final: around 240000 um
- Clk pin slew, worst setup/hold paths: 60 ps
- Outcome: complete, no violations
- Yosys warning count: 3
- Yosys stat chip area: 71500 sq um
- Setup Crit Path Kind: input port to flop
- Fp_density: 40.4%
- Die Span X: approximately 420 um
- Slew @ Worst Pin: 1140 ps
- Share of the synthesized area in the top cell type: about 43%
- Reg2Reg Setup Slack: 8740 ps
- IO buf count: 60
- DR vias: between 40000 and 50000
- # Post-CTS Setup Buffers: 0
- GPL Wtd Cong: just under 1
- Tot GR Track Use: 29.4%
- Syn-to-layout area delta: 9.82%
- CP max FO: 33
- Via/cell ratio: 5.94
- Async S/R FF share, synth: 0%
- Yosys reg bits: 1088
- CP required: 12900 ps
- Core Box Area: 177000 sq um
- Distinct lib cells: 95
- Total die size: 180000 sq um
- Post-DP HPWL: 162000 um
- Critical path arrival: 7620 ps
- Largest net degree at the start of global routing: just over 100
- # setup viols final: 0
- CTS tree: built
- Startpoint Class: input port
- Initial antenna violation count: 14
- Number of top-level pins: ~65
cells by family after synthesis:
kind of cell,count (synthesis),synth area share (%)
buf+inv,870,5.31
xor+xnor,168,2.11
simple gates,1238,8.34
mux,871,17.7
flops,1056,43.9
fa+ha+maj,614,15.0
latches,32,0.672
compound gates,718,6.97
critical path: stages:
cell	delay [ps]
buf_2	530
buf_4	650
mux2_2	700
or2_2	220
ha_1	160
inv_1	60
fa_1	430
nor2b_1	130
o21ai_0	100
a21boi_0	240
o21a_1	160
o21ai_0	120
a211oi_1	480
o211ai_1	210
a21oi_1	310
a211o_1	210
and2_1	170
a311oi_1	110
xnor2_1	140
through the flow:
step	utilization, %	hold WS, ps	setup WS, ps	cell area [sq um]	std cells
after global placement	42.4	560	4530	74900	7802
after detailed placement	42.4	552	4570	74900	7802
after CTS	44.4	567	5330	78500	8000
final	44.4	551	5280	78500	8004
after global routing	44.4	557	4770	78500	8000
after floorplan	-	432	6330	71500	5567
cells in the mapped netlist (77+ instances only):
cell type and number:
a21oi_1 131, a22oi_1 238, and2_1 89, clkbuf_1 197, edfxtp_1 1024, fa_1 410
ha_1 188, inv_1 495, mux2i_1 537, mux4_2 235, nand2_1 316, nand2b_1 81
nand3_1 125, nor2_1 377, o21ai_0 77, xnor2_1 124
final timing paths:
path / end / startpoint / cells after the start
worst min-delay path: pc[0] / pc[0] / 1
worst max-delay path: pc[30] / instruction[24] / 19
worst max register to register: pc[30] / pc[0] / 15
worst min register to register: pc[0] / pc[0] / 1
final cells by class:
cell class / count / area [sq um]
fill: 15600 / 98200
multi-input combinational: 3609 / 36100
sequential: 1088 / 31900
tap: 2340 / 2930
clock buffer: 125 / 2830
timing repair buffer: 259 / 2100
inverter: 506 / 1900
clock inverter: 73 / 719
antenna: 4 / 10.0
layer usage:
metal  track usage [%]  up-vias  part of all wire (%)
li1                  -    20400                     -
met1              31.7    23600                    31
met2              43.4     2887                    46
met3              21.1      686                    17
met4              13.9       24                   6.3
met5              2.28        -                  0.24
cells in the final DEF (no fill, tap or decap), types with 15 or more instances in the layout:
cell type and n:
xnor2_1 124, nor2_4 34, ha_1 188, and3_1 55, a31oi_1 36, nor3_1 20
and2_1 90, o211ai_1 20, nand4_1 24, nor2_1 340, fa_1 410, a22oi_1 238
mux2i_1 537, mux2_2 43, a22o_1 33, mux4_1 55, o21a_1 16, mux4_2 235
a21oi_1 131, clkbuf_16 111, nand3_1 124, nor2b_1 62, nand2b_1 81, buf_4 198
dfxtp_1 32, edfxtp_1 1024, xor2_1 41, dlxtn_1 32, a21o_1 43, clkinv_1 38
o21ai_0 77, inv_1 495, clkinv_2 15, a221oi_1 18, maj3_1 16, or2_2 16
nand2_1 316, clkdlybuf4s50_1 50
